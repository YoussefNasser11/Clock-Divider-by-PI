### /design/flow/run.sh
#!/bin/bash
# OpenROAD 26Q1-2900-gdf79404cd8, Yosys 0.63+post, stock flow scripts
make -C /OpenROAD-flow-scripts/flow DESIGN_CONFIG=/design/flow/config.mk WORK_HOME=/design/flow/orfs finish
### /design/flow/config.mk
export PLATFORM = sky130hd
export DESIGN_NAME = FrequencyDivider
export DESIGN_NICKNAME = FrequencyDivider
export VERILOG_FILES = /design/flow/design.v
export SDC_FILE = /design/flow/constraint.sdc
export NUM_CORES = 4
export LEC_CHECK = 1
export CORE_AREA = 10 10 104 104
export DIE_AREA = 0 0 114 114
### /design/flow/constraint.sdc
current_design FrequencyDivider

set clk_period 4.7
set clk_io_pct 0.2

create_clock -name clk0 -period $clk_period [get_ports {clk}]

set non_clock_inputs [all_inputs -no_clocks]
set_input_delay [expr $clk_period * $clk_io_pct] -clock clk0 $non_clock_inputs
set_output_delay [expr $clk_period * $clk_io_pct] -clock clk0 [all_outputs]
### /design/flow/design.v
module FrequencyDivider (
    input clk,       
    input rst_n,     
    output reg div_clk,  
    output reg done  
);
  localparam STATE_DIVIDE_BY_3 = 2'b00;
  localparam STATE_DIVIDE_BY_4 = 2'b01;
  reg [10:0] count_divide_by_3;
  reg [7:0] count_divide_by_4;
  reg [1:0] state;
  reg [1:0] pulse_counter;
  reg [1:0] pulse_counter2;
  always @(posedge clk or negedge rst_n) begin
    if (~rst_n) begin
      state <= STATE_DIVIDE_BY_3;
      count_divide_by_3 <= 0;
      count_divide_by_4 <= 0;
      pulse_counter <= 2'b00;
      pulse_counter2 <= 2'b00;
    end else begin
      case (state)
        STATE_DIVIDE_BY_3:
          if (count_divide_by_3 == 1072) begin
            state <= STATE_DIVIDE_BY_4;
            pulse_counter <= 2'b00;
            count_divide_by_3 = 0;
          end else begin
            if (pulse_counter < 3) begin
              pulse_counter <= pulse_counter + 1;
            end else begin
              pulse_counter <= 2'b00;
              if (div_clk) begin
                count_divide_by_3 <= count_divide_by_3 + 1;
              end
            end
          end
        STATE_DIVIDE_BY_4:
          if (count_divide_by_4 == 176) begin
            pulse_counter2 <= 0;
            state <= STATE_DIVIDE_BY_3;
            count_divide_by_4 <= 0;
          end else begin
            if (pulse_counter2 < 4) begin
              pulse_counter2 <= pulse_counter2 + 1;
            end else begin
              pulse_counter2 <= 2'b00;
            end
            if (div_clk) begin
              count_divide_by_4 <= count_divide_by_4 + 1;
            end
          end
      endcase
    end
  end
  always @(posedge clk or negedge rst_n) begin
    if (~rst_n) begin
      div_clk <= 1'b0;
      done <= 1'b0;
    end else begin
      case (state)
        STATE_DIVIDE_BY_3: begin
          done <= 0;
          if (pulse_counter == 2) begin
            div_clk <= 1;
          end else 
            div_clk <= 0;
        end
        STATE_DIVIDE_BY_4:
          if (count_divide_by_4 == 176) begin
            done <= 1'b1;
          end else begin
            if (pulse_counter2 == 3) begin
              div_clk <= 1;
            end else
              div_clk <= 0;
          end
      endcase
    end
  end
endmodule
==> flow_summary_export.csv <==
group,metric,value,unit
drt,antenna_left,0,
power,p_sw_share,20.25,%
global_routing,gr-usage-all-layers,3.897,%
critical_path,criticalPathCategory,"reg2out",
synth,netlist_top_cells_area,"sky130_fd_sc_hd__dfrtp_1 47%, sky130_fd_sc_hd__ha_1 6.3%, sky130_fd_sc_hd__xor2_1 4.4%, sky130_fd_sc_hd__nand2_1 4.0%, sky130_fd_sc_hd__nand3_1 3.2%",
drt,detail_route.drc_violations,0,
drt,vias_per_cell,3.732,
cts,postCtsResizedCells,0,
placement,port-buffer-count,3,
power,net-switching-power,74.31,uW
synth,synth.yosys.num_cells,133,
critical_path,r2r-start,"count_divide_by_4[0]",
cts,postCtsSetupRepairBufs,0,
worst_hold_path,worst_hold_path.endpoint,"count_divide_by_4[7]",
power,power_frac_comb,1.5,%
floorplanning,fp.dieW,114,um
worst_hold_path,start_point_of_the_worst_min_delay_path,"count_divide_by_4[7]",
cts,number_of_buffers_inserted_during_clock_tree_synthesis,3,
critical_path,arrival,1270,ps
placement,dpl.hpwl,1.642,mm
cts,cts.hold.buffers_added,0,
critical_path,timing.critical_path.max_delay_family,"buffers and inverters",
critical_path,path_cells,"clkdlybuf4s50_1",
job,warnings,28,
sta,grt_setup_unrepaired,"no",
worst_hold_path,worstHoldPathType,"reg2reg",
critical_path,worstSetupStartpointType,"flip-flop",
run_status,run_status,"completed",
critical_path,worst_r2r_endpoint,"count_divide_by_4[0]",
cts,cts_sinks,27,
critical_path,critical_path_required,3760,ps
drt,firstDrtPassIters,3,
drt,detail_route.wl_per_cell,9.325,um
sta,transition_time_at_the_pin_with_the_least_slew_margin,363.0,ps
critical_path,setup.worst_path.end_class,"primary output",
sta,timing.final.setup_violations,0,
critical_path,timing.critical_path.slowest_cell_delay,510,ps
cts,clk_pin_slew_worst_paths,90,ps
finish,core_utilization_of_the_finished_layout,18.40,%
power,cellPowerDensity,229.9,nW/um2
job,max_cap_viol_count,0,
sta,finalCriticalPeriod,2206,ps
global_routing,grt_pass1_vias,930,
critical_path,ff2ff_setup_slack,3090,ps
synth,top_area_cell,"sky130_fd_sc_hd__dfrtp_1",
sta,skew,2.036,ps
floorplanning,ioPinCount,4,
global_routing,grt_first_pass_wirelength,4.409,mm
drt,diodes,0,
finish,syn_to_final_growth,14.34,%
power,ir_worst_vdd,0.00009835,V
synth,ys_seq_share,48.48,%
synth,enable_flop_cells,0,
sta,slew_violations,0,
global_routing,grt_max_degree,28,
global_routing,initial_antenna_violation_count,0,
sta,hold_viol_final,0,
floorplanning,floorplan.core_area,8678,um2
finish,layout_top_cell,"sky130_fd_sc_hd__dfrtp_1",
sta,clock.fmax,0.4534,GHz
worst_hold_path,whs_path_depth,1,
synth,synth-area-yosys,1396,um2
critical_path,rr_worst_depth,6,
cts,cts_buffer_depth,2,
synth,post_synth_instance_area,1396,um2
synth,synth-seq-cells,27,
critical_path,path_max_fanout,9,
drt,first_drt_iteration_drcs,31,
drt,routed_wirelength,2.294,mm
placement,routabilityCongestion,0.7785,
synth,synthDominantCellAreaShare,46.59,%
cts,clock_latency,270,ps
critical_path,critPathBufInv,1,
power,leakage,0.0007531,uW
critical_path,cp_slowest_cell,"sky130_fd_sc_hd__clkdlybuf4s50_1",
synth,syn-mean-instance-area,10.50,um2
floorplanning,fp_util,16.09,%
cts,cts_max_level,1,
synth,yosys_most_used_dff,"sky130_fd_sc_hd__dfrtp_1",
synth,syn-instance-count,133,
finish,final_layout_size_suffix_gt1_share,11.59,%
sta,fin_tns_setup,0,ps
cts,tritoncts,"built",
floorplanning,std_cell_rows,34,
floorplanning,chip_footprint,13000,um2
global_routing,global_route.overflow_total,0,
power,power.share.sequential,63.2,%
synth,ys.warnings.count,1,
sta,relSlewSlack,75.80,%
synth,async_flop_share,100.0,%
synth,yosys.cell_types.count,40,
power,clkPwrFrac,35.2,%
finish,final_cell_mix,"26 x sky130_fd_sc_hd__dfrtp_1, 15 x sky130_fd_sc_hd__nand2_1, 9 x sky130_fd_sc_hd__nand3_1, 9 x sky130_fd_sc_hd__nor2_1",
drt,via_count,918,
cts,cts-root-buf,"sky130_fd_sc_hd__clkbuf_8",
power,internal-power,292.7,uW
floorplanning,fp.dieH,114,um
sta,final.period_utilization,46.93,%
cell usage after synthesis (all sizes together), types with 3 or more instances:
cell type and number:
nor2 9, xor2 7, inv 7, and3 5, nand2 15, ha 7, mux2i 3, o22ai 3
nand3 10, o21ai 6, dfrtp 26, and2 3
stage by stage:
step / instances / instance area (um2) / power (uW) / hold slack, ps / setup slack (ps)
3_3_place_gp: 242 / 1550 / 243.0 / 468.0 / 2787
2_1_floorplan: 133 / 1396 / 236.8 / 445.5 / 3281
3_5_place_dp: 242 / 1550 / 243.0 / 471.3 / 2779
5_1_grt: 246 / 1597 / 385.6 / 497.5 / 2411
4_1_cts: 246 / 1597 / 374.6 / 486.3 / 2470
6_report: 246 / 1597 / 367.0 / 480.9 / 2495
how the worst max path moves through the flow:
stage | from | end | slack (ps) | depth (start not counted)
finish | div_clk | div_clk | 2490 | 1
CTS | div_clk | div_clk | 2470 | 1
global route | div_clk | div_clk | 2410 | 1
power groups by stage:
stage / clock [uW] / sequential (uW) / combinational (uW)
CTS: 136 / 232 / 6.23
global route: 146 / 232 / 6.91
finish: 129 / 232 / 5.66
kinds of logic after synthesis:
kind of cell               share of synthesized area, %
DFF                                               48.48
xor gates and xnor gates                          5.645
AOI/OAI and AO/OA                                 8.333
adders and majority gates                         6.272
buffers and inverters                             3.226
and+or+nand+nor                                   24.28
muxes                                             3.763
final cells by class:
cell class	count	area, um2
timing repair buffer	4	37.54
tap	108	135.1
clock buffer	3	41.29
fill	957	7082
clock inverter	1	5.005
multi-input combinational	96	674.4
inverter	7	26.28
sequential	27	676.9
registers in the layout, indices dropped and copies added, names as in the netlist:
signal,cells
count_divide_by_3,11
count_divide_by_4,8
div_clk,1
done,1
pulse_counter,2
pulse_counter2,2
state,2
routing by layer:
metal  GRT usage [%]  part of all wire [%]
met1           5.939                    54
met2           5.733                    42
met3          0.7443                   3.1
met4          0.5013                  0.74
met5               0                     0
Power is estimated from default activity; no workload was simulated.
